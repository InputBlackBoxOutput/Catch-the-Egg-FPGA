[flow/config.mk]
export PLATFORM = sky130hd
export DESIGN_NAME = game
export DESIGN_NICKNAME = game
export VERILOG_FILES = /design/flow/design.v
export SDC_FILE = /design/flow/constraint.sdc
export NUM_CORES = 4
export LEC_CHECK = 1
export CORE_UTILIZATION = 50
[flow/constraint.sdc]
current_design game

set clk_period 6.0
set clk_io_pct 0.2

create_clock -name clk0 -period $clk_period [get_ports {CLK}]

set non_clock_inputs [all_inputs -no_clocks]
set_input_delay [expr $clk_period * $clk_io_pct] -clock clk0 $non_clock_inputs
set_output_delay [expr $clk_period * $clk_io_pct] -clock clk0 [all_outputs]
[flow/design.v]
module game(    
    input CLK, 
    output LED_R0, 
    output LED_R1, 
    output LED_R2, 
    output LED_R3, 
    output LED_R4, 
    output LED_R5, 
    output LED_R6, 
    output LED_R7,
    output LED_C0, 
    output LED_C1, 
    output LED_C2, 
    output LED_C3,
    input BTN_1,
    input BTN_2,
    input BTN_RST
    );
    reg STOP;
    reg [22:0] TICK_COUNTER = 0;
    reg [11:0] COUNTER = 0;
    reg [7:0]  LED_R; 
    reg [3:0]  LED_C;
    reg [7:0]  LED_MATRIX [3:0];
    reg [3:0] RESYNC_BTN1;
    reg [3:0] RESYNC_BTN2;
    reg [3:0] RESYNC_BTN_RST;
    reg [7:0] BUCKET_POSITION;
    reg [2:0] EGG_POSITION_X;
    reg [1:0] EGG_POSITION_Y;
    reg [63:0] RND;
    always@(posedge CLK) begin
        if(STOP) begin
            RESYNC_BTN1 <= {RESYNC_BTN1[2:0], BTN_1 == 0};
            RESYNC_BTN2 <= {RESYNC_BTN2[2:0], BTN_2 == 0};  
            if(~RESYNC_BTN1[3] & RESYNC_BTN1[2]) begin
                if(BUCKET_POSITION != 7) begin
                    LED_MATRIX[3] <= LED_MATRIX[3] >> 1;
                    BUCKET_POSITION <=  BUCKET_POSITION + 1;
                end
            end
            if(~RESYNC_BTN2[3] & RESYNC_BTN2[2]) begin
                if(BUCKET_POSITION != 1) begin
                    LED_MATRIX[3] <= LED_MATRIX[3] << 1;
                    BUCKET_POSITION <= BUCKET_POSITION - 1;
                end
            end
            if(TICK_COUNTER == 0) begin
                LED_MATRIX[0] <= 0;
                LED_MATRIX[1] <= 0;
                LED_MATRIX[2] <= 0;
                if(EGG_POSITION_Y == 0) begin 
					EGG_POSITION_X = RND[2: 0];
					RND = (RND >> 1) ^ RND;
                end
                if(EGG_POSITION_Y != 3)
                    LED_MATRIX[EGG_POSITION_Y] <= 1 << EGG_POSITION_X;
                EGG_POSITION_Y <= EGG_POSITION_Y + 1;
            end
            if(TICK_COUNTER == 0 && EGG_POSITION_Y == 3) begin
                if(!(LED_MATRIX[3] & (1 << EGG_POSITION_X)))
                    STOP <= 0;
            end
        end
        else begin
            LED_MATRIX[0] <= 8'h00;
            LED_MATRIX[1] <= 8'h00;
            LED_MATRIX[2] <= 8'h00;
            LED_MATRIX[3] <= 8'h00;
            RESYNC_BTN_RST <= {RESYNC_BTN_RST[2:0], BTN_RST == 0};
            if(~RESYNC_BTN_RST[3] & RESYNC_BTN_RST[2]) begin
                STOP <= 1;
                LED_MATRIX[3] <= 8'h18;
                BUCKET_POSITION <= 8'h04;
                RND <= 64'hA3D0_4F06_B2D4_9087;
            end
        end
    end
    always@(posedge CLK) begin
        case (COUNTER[11:10])
            2'b00: begin
                LED_R[7:0] <= ~LED_MATRIX[0];
                LED_C[3:0] <= ~4'b0001;
            end        
            2'b01: begin
                LED_R[7:0] <= ~LED_MATRIX[1];
                LED_C[3:0] <= ~4'b0010;
            end        
            2'b10: begin
                LED_R[7:0] <= ~LED_MATRIX[2];
                LED_C[3:0] <= ~4'b0100;
            end        
            2'b11: begin
                LED_R[7:0] <= ~LED_MATRIX[3];
                LED_C[3:0] <= ~4'b1000;
            end        
        endcase
    end
    always@(posedge CLK) begin
        COUNTER <= COUNTER + 1;
        TICK_COUNTER <= TICK_COUNTER + 1;
    end
    assign {LED_R7, LED_R6, LED_R5, LED_R4, LED_R3, LED_R2, LED_R1, LED_R0} = LED_R;
    assign {LED_C0, LED_C1, LED_C2, LED_C3} = LED_C;
endmodule
[flow/run.sh]
#!/bin/bash
# OpenROAD 26Q1-2900-gdf79404cd8, Yosys 0.63+post, stock flow scripts
make -C /OpenROAD-flow-scripts/flow DESIGN_CONFIG=/design/flow/config.mk WORK_HOME=/design/flow/orfs finish
==> notes.md <==
Implementation summary

The number of remaining DRC errors is 0. The flow ran to the end, and the final reports show no timing, DRC or antenna violations. Summed over all cells, the static leakage comes to 3.07 nW.

The data required time reported for the critical path is 6.04 ns. The critical path class is reg2reg. The most critical setup path has its endpoint at RND[56]$_SDFFCE_PN1P_. For this run, the detailed router reports a per-instance via density of 5.20.

The synthesized-area fraction occupied by xor and xnor cells is 11.3%. The number of resized instances in the post-cts repair step is 0. In this run the vertical extent of the chip is 123 um. The transition time recorded at the tightest slew-check pin is 0.791 ns. The final clock period utilization by the worst path is 43.7%.

The relative slew slack is 47.2%. In the post-synthesis netlist, the biggest area contributors are sky130_fd_sc_hd__edfxtp_1, sky130_fd_sc_hd__dfxtp_1, sky130_fd_sc_hd__xnor2_1. The launch point of the worst reg-to-reg path is TICK_COUNTER[0]$_DFF_P_. Looking at the post-CTS report, the setup buffer insertion count equals 0. Measured in cells, the most critical reg-to-reg path has a length of 9.

The number of standard cells reported by yosys is 622. The total clock buffers created by CTS is 17. The final count of hold timing violations is 0. The stage-log warning count is 32. Yosys mapped a number of flops with a built-in enable equal to 120. For this run the detailed placement stage logged an HPWL of 7470 um. The warning tally printed by Yosys for this design is 1. The kind of end point of the critical path is a flip-flop. The capture point of the worst register-to-register path is recorded as RND[56]$_SDFFCE_PN1P_. The DRC marker count from the first detailed-route iteration is 269. The highest clock rate this design can be run at is 381 MHz. The source-to-sink clock delay at the later pin of the worst-skew pair is 0.41 ns. The fraction of the yosys area taken by sequential cells is 62.2%. The die width is 123 um. The average cell area after synthesis is 11.8 sq um. The post-detailed-route count of antenna-violating nets is 0. Summed over all instances, the cell type with the most area after synthesis is sky130_fd_sc_hd__edfxtp_1.

The reg2reg setup slack is 3.38 ns. The report lists the number of standard-cell rows as 43. Yosys mapped the design onto 52 distinct sky130hd cell types. The total power is 2.46 mW. The last timing report of the flow puts the setup violation total at 0. The leading register cell type out of synthesis is sky130_fd_sc_hd__edfxtp_1. The multiplexer share of the synthesized area is 1.54%. The final layout contains routed wiring with a total length of 11,900 um. The number of global-route vias before repair is 4,227.

The tightest min-delay check is of the reg2reg type. The number of top-level pins is 16. Yosys reports a chip area of 0.00734 sq mm. From synthesis to final layout, the design area changed by 12.2%. The worst-case setup margin in the final layout is 3.38 ns. The largest non-sequential cell family by area is simple AND/OR/NAND/NOR gates. Of the total synthesized cell area, the portion taken by full adders, half adders and majority gates is 2.05%. The worst setup timing slack at the placement stage is 3.41 ns. The number of slew-limit violations in the final report is 0. Input and output buffers added on the ports amount to 15. The region available for standard cell placement spans 0.0141 sq mm. The largest net degree at the start of global routing is 64.

The post-synthesis instance area is 0.00734 sq mm. STA classifies the critical path startpoint as a flip-flop. The post-synthesis instance total is 622. The number of antenna violations at the first check in global routing is 0.

The first detailed-routing pass ran for 4 iterations. The utilization of the core after routing is 58.4%. The analysis reports a worst IR drop on VDD of 0.200 mV. The global-route wire length before repair is 20,300 um. The critical path maximum fanout is 63. The clock tree from TritonCTS is built.

In this run the number of H-tree levels came out at 4. The total negative slack is 0 ns. Setup repair after global routing left no endpoint under its margin. Per the synthesis report, the simple-gate share of the synthesized area is 14.4%.

The floorplan step defined a die boundary enclosing 0.0152 sq mm. The routed length on met1 is 6240 um. After clock tree synthesis, the flow added hold-fix buffers numbering 0. In this run the deepest clock path goes through 2 buffers. The master cell of the clock root buffer is sky130_fd_sc_hd__clkbuf_16. The source of the worst hold timing path is COUNTER[0]$_DFF_P_.

By instance count, the leading cell after synthesis is sky130_fd_sc_hd__edfxtp_1. The area share of and-or/or-and cells after synthesis is 5.78%. On the critical path the data arrives at 2.66 ns. In the detailed route, the total length drawn on met2 is 5060 um. The sum of overflow across all layers after global routing is 0.

The highest metal layer carrying signal wires in the routed design is met4. The routed design shows a wire length per standard cell of 14.2 um. Total global-route track usage over all layers is 18.4%. The antenna diode count is 0. The detailed-route via count is 4,347. The number of clock sinks came to 168. The share of flip-flops with an asynchronous set or reset after synthesis is 0%. The non-filler instance count after layout is 836. The setup skew after layout is 0.00703 ns. The minimum clock period is 2.62 ns. The fraction of post-synthesis cell area in the top cell type by area is 49.1%. Tracing the worst setup path back leads to its startpoint at TICK_COUNTER[0]$_DFF_P_. Cells with a size suffix above 1 make up 7.77% of the layout. The timing report gives the clock slew at the launch and capture registers of the worst setup and hold paths as 0.06 ns. The placed cell count is 804. Before placement the cells fill 52.0% of the core. The synthesis run shows the most used standard cells to be sky130_fd_sc_hd__edfxtp_1, sky130_fd_sc_hd__xnor2_1, sky130_fd_sc_hd__nor2_1. The final weighted congestion recorded by global placement is 0.837. After synthesis the netlist holds a flip-flop and latch count of 168. The power density normalized to cell area is 299 mW/mm^2. The max-cap check violation count is 0. Detailed routing placed a total of 451 um of wire on met3.
==> report_power, final <==
group	total (mW)	switching [mW]	internal [mW]
Sequential	1.33	0.0487	1.28
Combinational	0.124	0.0684	0.0557
Clock	1.01	0.424	0.584
==> stage by stage <==
stage | instance area, sq um | hold WS (ns)
after global routing | 8230 | 0.418
final | 8230 | 0.395
after global placement | 7670 | 0.380
after detailed placement | 7670 | 0.386
after CTS | 8230 | 0.401
after floorplan | 7340 | 0.370
==> layout make-up <==
class	count	area [sq um]
Inverter	31	116
Clock buffer	21	492
Timing Repair Buffer	20	188
Fill cell	1105	5870
Clock inverter	11	67.6
Sequential cell	168	4570
Multi-Input combinational cell	405	2580
Tap cell	180	225
==> worst min-delay path by stage <==
stage	end	cells after the start
CTS	COUNTER[0]$_DFF_P_	1
global route	COUNTER[0]$_DFF_P_	1
finish	COUNTER[0]$_DFF_P_	1
==> registers in the layout (all words and copies together), names as in the netlist <==
register / count
BUCKET_POSITION: 8
STOP: 1
EGG_POSITION_X: 3
TICK_COUNTER: 23
RESYNC_BTN1: 4
RND: 63
EGG_POSITION_Y: 2
RESYNC_BTN2: 4
LED_MATRIX: 32
COUNTER: 12
LED_R: 8
RESYNC_BTN_RST: 4
LED_C: 4
==> cell usage in the layout, fill, tap and decap left out, types with 3 or more instances in the layout <==
cell / n
sky130_fd_sc_hd__a211oi_1: 3
sky130_fd_sc_hd__a21oi_1: 10
sky130_fd_sc_hd__and2_1: 4
sky130_fd_sc_hd__and3_1: 5
sky130_fd_sc_hd__and4_1: 4
sky130_fd_sc_hd__buf_4: 5
sky130_fd_sc_hd__clkbuf_16: 18
sky130_fd_sc_hd__clkbuf_8: 3
sky130_fd_sc_hd__clkdlybuf4s50_1: 15
sky130_fd_sc_hd__clkinv_2: 4
sky130_fd_sc_hd__dfxtp_1: 47
sky130_fd_sc_hd__edfxtp_1: 120
sky130_fd_sc_hd__ha_1: 12
sky130_fd_sc_hd__inv_1: 30
sky130_fd_sc_hd__inv_4: 3
sky130_fd_sc_hd__mux2i_1: 9
sky130_fd_sc_hd__nand2_1: 66
sky130_fd_sc_hd__nand3_1: 20
sky130_fd_sc_hd__nand4_1: 6
sky130_fd_sc_hd__nor2_1: 83
sky130_fd_sc_hd__nor2b_1: 8
sky130_fd_sc_hd__nor3_1: 6
sky130_fd_sc_hd__nor4_1: 4
sky130_fd_sc_hd__nor4_2: 3
sky130_fd_sc_hd__o211ai_1: 5
sky130_fd_sc_hd__o21ai_0: 10
sky130_fd_sc_hd__o21ai_1: 5
sky130_fd_sc_hd__o22ai_1: 8
sky130_fd_sc_hd__o31a_1: 7
sky130_fd_sc_hd__or4_1: 3
sky130_fd_sc_hd__xnor2_1: 86
sky130_fd_sc_hd__xor2_1: 9
==> per-layer routing <==
metal,GRT usage [%],up-vias
met5,0,-
met4,2.11,0
met3,4.61,10
met2,25.4,65
met1,33.3,2067
li1,-,2205
==> cells by family after synthesis <==
kind of cell,Yosys count
xor gates and xnor gates,95
and+or+nand+nor,225
buffers and inverters,49
muxes,11
DFF,168
adders and majority gates,12
AOI/OAI and AO/OA,62
==> critical path, cell delays in order (launching register included) <==
cell and delay (ns):
sky130_fd_sc_hd__dfxtp_1 0.36, sky130_fd_sc_hd__inv_1 0.10, sky130_fd_sc_hd__ha_1 0.14, sky130_fd_sc_hd__nor4b_2 0.23, sky130_fd_sc_hd__nand4_2 0.21, sky130_fd_sc_hd__nor2_1 0.16, sky130_fd_sc_hd__nand2_1 0.11, sky130_fd_sc_hd__inv_1 0.15
sky130_fd_sc_hd__a21o_2 0.15, sky130_fd_sc_hd__buf_4 0.62
Power figures rest on the tool's default switching activity, not on a simulated workload.
